==> ./design.v <==
module COUNTER(irst,iclk,ivsync,oCount_1s);
	input				irst;
	input				iclk;
	input				ivsync;
	output reg[7:0]		oCount_1s;
	reg[9:0]			count_1s;
	reg[1:0]			vsync_sr;
	wire				vs_rising;
	assign	vs_rising = (vsync_sr == 2'b01) ? 1'b1 : 1'b0;		 
	always@(posedge iclk or negedge irst)
		begin
			if(!irst)
				vsync_sr <= 2'b00;
			else
				vsync_sr <= {vsync_sr,ivsync};
		end
	always@(posedge iclk or negedge irst)
		begin
			if(!irst)
				begin
					oCount_1s <= 8'd0;
					count_1s <= 10'd0;
				end
			else
				begin
					if(vs_rising)
						begin
							if(count_1s == 10'd60 - 1)
								begin
									count_1s <= 10'd0;
									if(oCount_1s == 8'd255 - 1)
										oCount_1s <= 8'd0;
									else
										oCount_1s <= oCount_1s + 8'd1;
								end
							else
								count_1s <= count_1s + 10'd1;
						end
				end
		end
endmodule
==> ./run.sh <==
#!/bin/bash
# OpenROAD 26Q1-2900-gdf79404cd8, Yosys 0.63+post, stock flow scripts
make -C /OpenROAD-flow-scripts/flow DESIGN_CONFIG=/design/flow/config.mk WORK_HOME=/design/flow/orfs finish
==> ./config.mk <==
export PLATFORM = sky130hd
export DESIGN_NAME = COUNTER
export DESIGN_NICKNAME = COUNTER
export VERILOG_FILES = /design/flow/design.v
export SDC_FILE = /design/flow/constraint.sdc
export NUM_CORES = 4
export LEC_CHECK = 1
export CORE_AREA = 10 10 82 82
export DIE_AREA = 0 0 92 92
==> ./constraint.sdc <==
current_design COUNTER

set clk_period 2.5
set clk_io_pct 0.2

create_clock -name clk0 -period $clk_period [get_ports {iclk}]

set non_clock_inputs [all_inputs -no_clocks]
set_input_delay [expr $clk_period * $clk_io_pct] -clock clk0 $non_clock_inputs
set_output_delay [expr $clk_period * $clk_io_pct] -clock clk0 [all_outputs]
==> impl_metrics.py <==
# Flow results
metrics = {
    "clocking": {
        "cts_resized": 0,
        "cts.clk_slew.worst_paths_ns": 0.07,
        "clock-sinks": 20,
        "cts_buffers": 3,
        "clock_path_buffers": 2,
        "cts_tree": "done",
        "htree_levels": 1,
        "ctsHoldBuffers": 0,
        "insertion_delay_ns": 0.25,
        "cts_setup_buffers": 0,
        "cts-root-buf": "clkbuf_8",
    },
    "grt": {
        "grt_max_degree": 21,
        "track_usage_pct": 5.00,
        "grt_remaining_overflow": 0,
        "grt_pass1_vias": 809,
        "antenna_found_initial": 0,
        "grt_pass1_wl_um": 3620,
    },
    "synth": {
        "flop_cell": "dfrtp_1",
        "synth.avg_cell_area_um2": 9.59,
        "yosys.stat.seqShare_pct": 47.4,
        "syn_inst": 110,
        "synth-cells-yosys": 110,
        "async_flop_share_pct": 100,
        "synth_warnings": 1,
        "ys_types": 33,
        "yosysChipArea_um2": 1050,
        "edf_count": 0,
        "netlist_area_um2": 1050,
        "ys_ff": 20,
    },
    "timing": {
        "timing.fmax_mhz": 575,
        "fin_skew_ns": 0.00558,
        "slew_violations": 0,
        "rsz0062_at_grt": "false",
        "post-route-min-period_ns": 1.74,
        "hold_ws_ns": 0.404,
        "setup_viol": 0,
        "max-slew-margin-rel_pct": 74.2,
        "setup_tns_ns": 0,
        "worst_pin_slew_ns": 0.383,
        "final_hold_viol_count": 0,
        "period_used_pct": 69.6,
    },
    "power_and_ir_drop": {
        "p_comb_share_pct": 19.4,
        "ir_worst_vdd_mv": 0.270,
        "p_sw_share_pct": 29.6,
        "power.density_nw_per_um2": 612,
        "leakagePower_nw": 0.541,
        "p_clk_share_pct": 26.0,
        "p_sw_uw": 230,
        "power.internal_uw": 548,
        "p_seq_share_pct": 54.6,
    },
    "route": {
        "drt_first_pass_iters": 4,
        "wl_per_cell_um": 10.5,
        "viasPerCell": 4.36,
        "vias": 828,
        "drt_iter0_markers": 15,
        "wirelength_um": 1990,
        "final_antenna_net_count": 0,
        "drc_errors": 0,
        "antenna_cells": 0,
    },
    "layout": {
        "area_growth_pct": 20.5,
        "seqCellArea_um2": 500,
        "num-fill-cells": 563,
        "logic_area_um2": 523,
        "drive_gt1_share_pct": 7.50,
    },
    "floorplan": {
        "die_area_um2": 8460,
        "core_um2": 5070,
        "die-width_um": 92,
        "io_pins": 11,
        "rows": 26,
        "fp_util_pct": 20.8,
        "die_y_um": 92,
    },
    "critical_path": {
        "cp-end-kind": "flop",
        "reg2reg_slack_ns": 0.76,
        "crit_arrival_ns": 1.94,
        "cp_max_fo": 14,
        "ff2ff_path_depth": 5,
        "r2r-end": "oCount_1s[7]$_DFFE_PN0P_",
        "critPathKind": "flop to flop",
        "reg2reg_from": "count_1s[0]$_DFFE_PN0N_",
        "critPathRequiredTime_ns": 2.70,
        "cp-start-kind": "flop",
    },
    "run": {
        "maxCapViolations": 0,
        "warnings": 26,
    },
    "hold_path": {
        "hold_start": "vsync_sr[0]$_DFF_PN0_",
        "hold_path.class": "flop to flop",
        "hold_end": "vsync_sr[1]$_DFF_PN0_",
        "min_path_cells": 0,
    },
    "placement": {
        "gp_congestion": 0.870,
        "io_buffer_count": 10,
        "hpwl_um": 1440,
    },
    "run_status": {
        "status": "finished, final reports clean",
    },
}
==> metrics by stage <==
stage	cells	instance area [um2]	util [%]	setup WS [ns]	power [mW]
6_report	190	1270	25.0	0.761	0.778
5_1_grt	190	1270	25.0	0.619	0.843
3_5_place_dp	187	1230	24.2	0.789	0.582
2_1_floorplan	110	1050	-	0.980	0.544
3_3_place_gp	187	1230	24.2	0.811	0.578
4_1_cts	190	1270	25.0	0.745	0.791
==> per-layer routing <==
metal	up-vias	track usage (%)	part of all wire, %
li1	412	-	-
met1	402	6.99	50
met2	12	7.29	43
met3	2	1.89	6.4
met4	0	0.900	1.2
met5	-	0	0
==> worst max-delay path, stage by stage (launching register included) <==
cell	delay, ns
dfrtp_1	0.39
ha_1	0.20
and4bb_2	0.30
nand4b_4	0.21
or4_1	0.51
nand2_1	0.08
==> layout make-up <==
cell class                      count  area share [%]
Sequential cell                    20            39.4
Inverter                            3           0.886
Multi-Input combinational cell     83            41.1
Timing Repair Buffer               11            8.46
Clock buffer                        3            3.25
Tap cell                           70            6.89
==> power by group through the flow <==
| stage | clock [mW] | combinational (mW) | sequential, mW |
|---|---|---|---|
| after CTS | 0.215 | 0.153 | 0.424 |
| final | 0.202 | 0.151 | 0.425 |
| after global routing | 0.228 | 0.183 | 0.432 |
==> layout by cell type, fill, tap and decap left out, drive strengths merged, types with 2 or more instances in the layout <==
cell | Yosys | final
dfrtp | 20 | 20
nand2 | 16 | 16
o21ai | 12 | 12
clkdlybuf4s50 | 0 | 10
a21oi | 8 | 8
nand3 | 5 | 5
and3 | 4 | 4
inv | 3 | 3
nand4 | 3 | 3
nor2 | 3 | 3
xor2 | 3 | 3
ha | 3 | 3
clkbuf | 2 | 3
nand2b | 2 | 2
nor4 | 2 | 2
o31ai | 2 | 2
nor3 | 2 | 2
xnor2 | 2 | 2
nand3b | 2 | 2
or3 | 2 | 2
and4bb | 2 | 2
==> state kept, by name (all words and copies together), names as in the netlist <==
name,count
vsync_sr,2
oCount_1s,8
count_1s,10
==> kinds of logic after synthesis <==
family                   Yosys count  synth area share [%]
XOR/XNOR                           5                  4.15
adder cells (fa/ha/maj)            3                  3.56
AND-OR/OR-AND                     23                  11.6
AND/OR/NAND/NOR                   51                  29.2
flip-flops                        20                  47.4
buffers and inverters              7                  2.97
multiplexers                       1                  1.07
==> synthesized netlist by cell type, types with 3 or more instances <==
| master | count | area share [%] |
|---|---|---|
| dfrtp_1 | 20 | 47 |
| nand2_1 | 16 | 5.7 |
| o21ai_0 | 12 | 5.7 |
| a21oi_1 | 8 | 3.8 |
| nand3_1 | 5 | 2.4 |
| and3_1 | 4 | 2.4 |
| ha_1 | 3 | 3.6 |
| inv_1 | 3 | 1.1 |
| nand4_1 | 3 | 1.8 |
| nor2_1 | 3 | 1.1 |
| xor2_1 | 3 | 2.5 |
==> how the worst max path moves through the flow <==
stage,start,cells after the start,slack (ns),endpoint
after CTS,oCount_1s[0]$_DFFE_PN0P_,1,0.75,oCount_1s[0]
after global routing,count_1s[0]$_DFFE_PN0N_,5,0.62,oCount_1s[7]$_DFFE_PN0P_
final,count_1s[0]$_DFFE_PN0N_,5,0.76,oCount_1s[7]$_DFFE_PN0P_
No activity file was given, so power comes from the tool's default toggle rates.
