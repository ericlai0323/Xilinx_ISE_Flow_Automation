===== ./config.mk =====
export PLATFORM = sky130hd
export DESIGN_NAME = BUTTON
export DESIGN_NICKNAME = BUTTON
export VERILOG_FILES = /design/flow/design.v
export SDC_FILE = /design/flow/constraint.sdc
export NUM_CORES = 4
export LEC_CHECK = 1
export CORE_UTILIZATION = 50

===== ./constraint.sdc =====
current_design BUTTON

set clk_period 3.2
set clk_io_pct 0.2

create_clock -name clk0 -period $clk_period [get_ports {iclk}]

set non_clock_inputs [all_inputs -no_clocks]
set_input_delay [expr $clk_period * $clk_io_pct] -clock clk0 $non_clock_inputs
set_output_delay [expr $clk_period * $clk_io_pct] -clock clk0 [all_outputs]

===== ./design.v =====
module BUTTON(irst,iclk,ivsync,ibtn_0,ibtn_1,ibtn_2,obtn0_index,obtn1_index,obtn2_index);
	input						irst;
	input						iclk;
	input						ivsync;
	input						ibtn_0;
	input						ibtn_1;
	input						ibtn_2;
	output reg[7:0]				obtn0_index;
	output reg[7:0]				obtn1_index;
	output reg[7:0]				obtn2_index;
	reg[3:0]					btn0_debounce;
	reg[3:0]					btn1_debounce;
	reg[3:0]					btn2_debounce;
	reg[3:0]					btn0_status;
	reg[3:0]					btn1_status;
	reg[3:0]					btn2_status;
	reg[1:0]					vsync_sr;
	wire						vs_rising;
	assign	vs_rising = (vsync_sr == 2'b01) ? 1'b1 : 1'b0;		 
	always@(posedge iclk or negedge irst)
		begin
			if(!irst)
				vsync_sr <= 2'b00;
			else
				vsync_sr <= {vsync_sr,ivsync};
		end
	always@(posedge iclk or negedge irst)
		begin
			if(!irst)
				begin
					btn0_debounce <= 4'd0;
					btn0_status <= 4'd0;
					obtn0_index <= 8'd0;
				end
			else
				case(btn0_status)
					4'd0:	
						begin
							if(ibtn_0 == 1'b0)
								btn0_status <= 4'd1;
							else
								btn0_status <= 4'd0;
						end
					4'd1: 
						begin
							if(vs_rising)
								begin
									if(btn0_debounce > 4'd5)
										begin
											btn0_debounce <= 4'd0;
											btn0_status <= 4'd2;
										end
									else
										begin
											btn0_status <= 4'd1;
											btn0_debounce <= btn0_debounce + 4'd1;
										end
								end
							else
								btn0_status <= 4'd1;
						end
					4'd2:
						begin
							if(ibtn_0 == 1'b1)
								btn0_status <= 4'd3;
							else
								btn0_status <= 4'd0;
						end
					4'd3:
						begin
							btn0_status <= 4'd0;
							if(obtn0_index == (8'd255 - 1))
								obtn0_index <= 8'd0;
							else
								obtn0_index <= obtn0_index + 8'd1;
						end
					default: btn0_status <= 4'd0;
				endcase
		end
	always@(posedge iclk or negedge irst)
		begin
			if(!irst)
				begin
					btn1_debounce <= 4'd0;
					btn1_status <= 4'd0;
					obtn1_index <= 8'd0;
				end
			else
				case(btn1_status)
					4'd0:
						begin
							if(ibtn_1 == 1'b0)
								btn1_status <= 4'd1;
							else
								btn1_status <= 4'd0;
						end
					4'd1: 
						begin
							if(vs_rising)
								begin
									if(btn1_debounce > 4'd5)
										begin
											btn1_debounce <= 4'd0;
											btn1_status <= 4'd2;
										end
									else
										begin
											btn1_status <= 4'd1;
											btn1_debounce <= btn1_debounce + 4'd1;
										end
								end
							else
								btn1_status <= 4'd1;
						end
					4'd2:
						begin
							if(ibtn_1 == 1'b1)
								btn1_status <= 4'd3;
							else
								btn1_status <= 4'd0;
						end
					4'd3:
						begin
							btn1_status <= 4'd0;
							if(obtn1_index == (8'd255 - 1))
								obtn1_index <= 8'd0;
							else
								obtn1_index <= obtn1_index + 8'd1;
						end
					default: btn1_status <= 4'd0;
				endcase
		end
	always@(posedge iclk or negedge irst)
		begin
			if(!irst)
				begin
					btn2_debounce <= 4'd0;
					btn2_status <= 4'd0;
					obtn2_index <= 8'd0;
				end
			else
				case(btn2_status)
					4'd0:
						begin
							if(ibtn_2 == 1'b0)
								btn2_status <= 4'd1;
							else
								btn2_status <= 4'd0;
						end
					4'd1: 
						begin
							if(vs_rising)
								begin
									if(btn2_debounce > 4'd5)
										begin
											btn2_debounce <= 4'd0;
											btn2_status <= 4'd2;
										end
									else
										begin
											btn2_status <= 4'd1;
											btn2_debounce <= btn2_debounce + 4'd1;
										end
								end
							else
								btn2_status <= 4'd1;
						end
					4'd2:
						begin
							if(ibtn_2 == 1'b1)
								btn2_status <= 4'd3;
							else
								btn2_status <= 4'd0;
						end
					4'd3:
						begin
							btn2_status <= 4'd0;
							if(obtn2_index == (8'd255 - 1))
								obtn2_index <= 8'd0;
							else
								obtn2_index <= obtn2_index + 8'd1;
						end
					default: btn2_status <= 4'd0;
				endcase
		end
endmodule

===== ./run.sh =====
#!/bin/bash
# OpenROAD 26Q1-2900-gdf79404cd8, Yosys 0.63+post, stock flow scripts
make -C /OpenROAD-flow-scripts/flow DESIGN_CONFIG=/design/flow/config.mk WORK_HOME=/design/flow/orfs finish

==> impl_metrics.toml <==
# generated from flow reports
[status]
status = "finished clean"

[synth]
netlist_area_sq_mm = 0.00256
yosys_area_sq_mm = 0.00256
yosysCellCount = 256
yosysSeqAreaShare = 0.490
yosysWarningCount = 1
syn_inst = 256
netlist-cell-type-count = 38
synthArstFlopShare = 1.00
edf_count = 0
syn_avg_cell_area_sq_um = 10.0
flop_cell = "dfrtp_1"
ys.flops = 50

[global_route]
gr-total-overflow = 0
antenna_found_initial = 0
grt_max_degree = 30
track_usage = 0.178
grt_pass1_vias = 1664
grt_first_pass_wirelength_microns = 7380

[power]
p_clk_frac = 0.337
combPwrFrac = 0.023
leakagePower_uw = 0.00130
p_sw_uw = 200
vdd_drop_max_uv = 301
switching_share = 0.202
power_uw = 990
seqPwrFrac = 0.640
p_per_area_mw_per_mm2 = 332
intPower_uw = 790

[worst_setup_path]
end_kind = "primary output"
path_cells = "clkdlybuf4s50_1"
critPathSlowestCell = "dfrtp_1"
rr_worst_depth = 3
cp_top_family = "flip-flops"
crit_fanout = 11
critical_path_class = "reg -> out"
slowest_delay_ns = 0.53
cp_data_required_time_ns = 2.56
rr_startpoint = "vsync_sr[0]"
crit_buf_inv = 1
worstPathArrival_ns = 1.34
worstReg2RegEnd = "btn2_debounce[2]"
cp-start-kind = "register"
reg2reg_slack_ns = 1.71

[flow_run]
cap_violations = 0
log.warning_count = 35

[routing]
routed_wl_microns = 4170
drc = 0
antenna_left = 0
wire_per_inst_microns = 11.8
vias = 1866
via_per_inst = 5.27
antenna_cells = 0
first_iter_violations = 79
firstDrtPassIters = 4

[clock_network]
h-tree-depth = 2
cts_buffers = 5
clock-sinks = 50
clock_latency_ns = 0.29
cts_resized = 0
cts_tree = "built"
cts_buffer_depth = 2
cts_setup_buffers = 0
clock_tree.root_cell = "clkbuf_8"
hold_buffers = 0
clkSlewWorstSetupHoldPaths_ns = 0.08

[timing]
finClkSkew_ns = 0.00500
finalHoldViolCount = 0
max_freq_mhz = 505
relSlewSlack = 0.613
period_needed_ns = 1.98
setup_viol = 0
worstMarginPinSlew_ns = 0.579
post-route-period-util = 0.618
finalMaxSlewViolations = 0
setup_tns_ns = 0
rsz0062_at_grt = "no"

[final_layout]
drive_gt1_frac = 0.0662
fin_cells = 354
regArea_sq_mm = 0.00125
finish.utilization = 0.619
area_delta_synth_final_pct = 16.3
fill_cells = 434
logic_area_sq_mm = 0.00119

[placement]
post-dp-hpwl_microns = 3030
gp_congestion = 0.822
dp_cells = 347
portBuffers = 29

[floorplanning]
io_pins = 30
die_y_microns = 73.6
design.core.area_sq_mm = 0.00482
fp_util = 0.532
chipArea_sq_mm = 0.00542
num_rows = 25
die_w_microns = 73.6

[hold_path]
hp-class = "in -> async"
cell usage after synthesis (all sizes together) (4+ instances only):
master | number | share of area
buf | 6 | 0.014
dfrtp | 47 | 0.46
nand3 | 20 | 0.039
xnor2 | 4 | 0.014
o21ai | 17 | 0.033
nand2 | 16 | 0.023
ha | 15 | 0.073
inv | 21 | 0.031
or3 | 8 | 0.020
a21oi | 7 | 0.014
o311ai | 4 | 0.014
nor2 | 14 | 0.021
mux2 | 4 | 0.018
nand4 | 12 | 0.032
nor2b | 8 | 0.020
cell usage in the layout (no fill, tap or decap), types with 4 or more instances in the layout:
cell / netlist / routed
ha_1: 15 / 15
or3_1: 8 / 8
xnor2_1: 4 / 4
nor2b_1: 8 / 8
clkdlybuf4s50_1: 0 / 28
nor2_1: 14 / 14
o311ai_0: 4 / 4
o21ai_0: 17 / 17
clkbuf_8: 0 / 5
a21oi_1: 7 / 7
mux2_2: 4 / 4
nand3_1: 20 / 20
dfrtp_1: 47 / 47
inv_1: 21 / 21
nand4_1: 11 / 11
nand2_1: 16 / 16
metrics by stage:
stage | area [sq um] | worst slack [ns] | hold WS [ns]
floorplan | 2560 | 1.87 | 0.344
CTS | 2980 | 1.21 | 0.299
global route | 2980 | 1.15 | 0.318
finish | 2980 | 1.22 | 0.294
global placement | 2900 | 1.55 | 0.437
detailed placement | 2900 | 1.54 | 0.440
registers in the layout (all words and copies together), names as in the netlist:
name and cells:
btn1_status 4, btn2_debounce 4, btn1_debounce 4, obtn0_index 8, obtn1_index 8, btn0_status 4
btn2_status 4, obtn2_index 8, vsync_sr 2, btn0_debounce 4
routing by layer:
metal / GRT usage / share of wire
met2: 0.266 / 0.44
met5: 0 / 0
met4: 0.0171 / 0.0060
met3: 0.0277 / 0.026
met1: 0.303 / 0.53
logic make-up after synthesis:
logic type,count (synthesis),synth area share
AND-OR/OR-AND,49,0.123
XOR/XNOR,7,0.0239
adder cells (fa/ha/maj),15,0.0732
buffers and inverters,27,0.0444
flip-flops,50,0.490
multiplexers,6,0.0254
AND/OR/NAND/NOR,102,0.221
how the worst max path moves through the flow:
stage         slack, ns        endpoint  cells past startpoint      startpoint
finish             1.22  obtn0_index[2]                      1  obtn0_index[2]
global route       1.15  obtn0_index[2]                      1  obtn0_index[2]
CTS                1.21  obtn0_index[2]                      1  obtn0_index[2]
power groups by stage:
| stage | Sequential, uW | Combinational [uW] | Clock (uW) |
|---|---|---|---|
| 6_report | 634 | 22.5 | 334 |
| 5_1_grt | 634 | 26.6 | 383 |
| 4_1_cts | 634 | 23.7 | 357 |
final cells by class:
cell class                 count  area share
inverter                      21      0.0264
timing repair buffer          30      0.0982
clock buffer                   7      0.0256
sequential                    50       0.421
multi-input combinational    179       0.401
tap                           67      0.0281
No activity file was given, so power comes from the tool's default toggle rates.
